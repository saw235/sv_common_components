$ cat /design/flow/config.mk
export PLATFORM = sky130hd
export DESIGN_NAME = barrel_shift_left
export DESIGN_NICKNAME = barrel_shift_left
export VERILOG_FILES = /design/flow/design.v
export SDC_FILE = /design/flow/constraint.sdc
export NUM_CORES = 4
export LEC_CHECK = 1
export CORE_UTILIZATION = 30
$ cat /design/flow/constraint.sdc
current_design barrel_shift_left

set clk_period 3.7
set clk_io_pct 0.2

create_clock -name clk0 -period $clk_period

set non_clock_inputs [all_inputs -no_clocks]
set_input_delay [expr $clk_period * $clk_io_pct] -clock clk0 $non_clock_inputs
set_output_delay [expr $clk_period * $clk_io_pct] -clock clk0 [all_outputs]
$ cat /design/flow/design.v
module barrel_shift_right #(parameter DATAWIDTH = 32) (
    input logic [$clog2(DATAWIDTH)-1:0] n,
    input logic [DATAWIDTH-1:0] d,
    output logic [DATAWIDTH-1:0] out
);
    always_comb begin : barrel_shift
        out = d >> n; 
    end
endmodule
module barrel_shift_left #(parameter DATAWIDTH = 32) (
    input logic [$clog2(DATAWIDTH)-1:0] n,
    input logic [DATAWIDTH-1:0] d,
    output logic [DATAWIDTH-1:0] out
);
    always_comb begin : barrel_shift
        out = d << n; 
    end
endmodule
$ cat /design/flow/run.sh
#!/bin/bash
# OpenROAD 26Q1-2900-gdf79404cd8, Yosys 0.63+post, stock flow scripts
make -C /OpenROAD-flow-scripts/flow DESIGN_CONFIG=/design/flow/config.mk WORK_HOME=/design/flow/orfs finish
==> run summary <==
Yosys chip area: 0.00172 mm^2
Synthesized cell area: 0.00172 mm^2
Int Power: 230 uW
Reg area: 0 um^2
NetSw: 147 uW
Initial antenna violation count: 0
Worst Path Max Fanout: 4
Die area: 0.00605 mm^2
Yosys Instances: 176
Worst-path cell with the longest stage delay: mux4_2
Area leader share: 23.5%
Run status: completed
Max-cap violations: 0
Crit. End Element: primary output
Post-synth top area cell: mux4_2
Sum Neg Setup Slack: 0 ns
Data required, critical path: 2.96 ns
Detail Route Antenna Nets: 0
Fin area: 0.00267 mm^2
Detail-routed via count per cell: 5.58
Tool warnings: 33
PD cells: 141 mW/mm^2
# IOs: 69
Placed Instances: 336
DR pass1 iterations: 4
Share of cells above drive strength 1: 34.3%
Setup CP Type: input port to primary output
Die X: 77.8 um
# rows: 27
Vias in the first global route: 1734
Layout Area Growth over Synthesis: 54.8%
Gr usage total: 19.1%
Clock buffer count: 0
Clock power share: 0%
Startpoint Class: input port
Sw frac: 39.0%
Ant diodes: 0
Vias: 1880
Drt wl/cell: 16.6 um
Avg Cell Area, Syn: 9.80 um^2
Crit path max-delay family: multiplexers
Port Buf Inserts: 69
RSZ-0062 raised after global routing: true
Hold buffers post-CTS: 0
FMAX: 0.277 GHz
Cycle use final: 97.5%
Setup bufs post-CTS: 0
Max VDD drop: 61.0 uV
WHS Path Cells: 7
Worst Tran Pin Value: 0.490 ns
Number of remaining DRC errors: 0
Critical path's largest stage delay: 0.54 ns
Wire length of the first global-routing pass: 8950 um
Number of hold violations in the final report: 0
Data arrival, critical path: 2.87 ns
Type of the most critical hold path: input port to primary output
Post-DP Area: 0.00263 mm^2
Core Region: 0.00551 mm^2
Init Core Util: 31.3%
# setup viols final: 0
Reg power frac: 0%
Critical-path cell list: clkdlybuf4s50_1 -> mux4_2 -> mux2_2 -> mux2i_2 -> o221ai_1 -> clkdlybuf4s50_1
Slew Viols, Final: 0
Period minus WS final: 3.61 ns
CP bufs+invs: 2
Largest net degree at the start of global routing: 20
Fillers: 534
Worst hold start: n[0]
Leakage: 0.00100 uW
Routed wire length: 5580 um
Top cells, area: mux4_2 (24%), mux4_1 (15%), mux2_2 (11%)
Logic pwr share: 100.0%
Worst rel slew slack: 67.1%
Distinct lib cells: 38
Flop count: 0
Yosys Warn Count: 1
WHS Endpoint: out[0]
Fin cells: 337
GPL Wtd Cong: 0.951
Syn Inst Count: 176
GRT Residual Overflow: 0
Post-synthesis sequential area ratio: 0%
Initial DRC Count: 157
Crit-path most repeated cell: clkdlybuf4s50_1
DP HPWL: 4590 um
Die span in y: 77.8 um
-- logic make-up (layout without fill, tap and decap cells) --
family | count (synthesis) | count (layout) | synth area share (%)
AND-OR/OR-AND | 46 | 46 | 19.6
buffers and inverters | 23 | 112 | 10.7
multiplexers | 56 | 56 | 56.5
AND/OR/NAND/NOR | 51 | 51 | 13.2
-- repair_timing --
item,in CTS,in global routing
endpoints found under the setup margin,6,10
resized,4,13
pin swaps,0,1
cloned,1,0
-- metrics by stage --
step | setup WS [ns] | util (%) | hold WS [ns] | power (uW)
5_1_grt | -0.000994 | 48.5 | 2.74 | 407
3_3_place_gp | -0.0812 | 47.7 | 2.69 | 364
6_report | 0.0916 | 48.5 | 2.65 | 378
2_1_floorplan | 0.898 | - | 1.71 | 185
4_1_cts | 0.0347 | 48.4 | 2.70 | 371
3_5_place_dp | -0.0933 | 47.7 | 2.68 | 363
-- power groups by stage --
| stage | registers [uW] | clock network (uW) | logic (uW) |
|---|---|---|---|
| final | 0 | 0 | 378 |
| after global routing | 0 | 0 | 407 |
| after CTS | 0 | 0 | 371 |
-- per-layer routing --
layer | track usage (%) | vias up | share of wire [%]
li1 | - | 909 | -
met4 | 0.943 | 0 | 0.54
met5 | 0 | - | 0
met1 | 31.1 | 896 | 48
met2 | 28.5 | 73 | 44
met3 | 3.11 | 2 | 6.9
-- how the worst max path moves through the flow --
stage | end | slack (ns) | startpoint | cells past startpoint
CTS | out[31] | 0.03 | d[3] | 6
global route | out[26] | -0.001 | d[10] | 7
finish | out[31] | 0.09 | d[8] | 6
-- worst min-delay path: stages --
cell	delay, ns
clkbuf_4	0.25
buf_4	0.21
nor3b_1	0.07
buf_4	0.13
nand2_1	0.08
nor2_1	0.04
clkdlybuf4s50_1	0.38
-- Yosys cell counts, types with 2 or more instances --
cell type	number
a21oi_1	4
o21ai_1	3
nor2b_1	3
a221oi_1	3
a32o_1	2
nor3_1	4
o22ai_1	3
o211ai_1	5
o21ai_0	3
a211oi_1	4
nor2_1	21
a22o_1	2
buf_2	3
clkbuf_8	4
mux4_2	18
and2_1	3
mux2i_1	10
clkbuf_1	5
inv_1	2
mux4_1	10
a22oi_1	11
a221o_1	2
mux2_2	17
nand2_1	15
buf_6	5
nor3b_1	2
-- layout make-up --
type | instances | area, um^2 | share of cell area, %
Multi-Input combinational cell | 153 | 1540 | 57.6
Timing Repair Buffer | 108 | 1020 | 38.3
Tap cell | 72 | 90.1 | 3.38
Inverter | 4 | 18.8 | 0.703
-- placed cells by master, fill, tap and decap left out, types with 2 or more instances in the layout --
master           netlist  routed
inv_1                  2       2
a22oi_1               11      10
mux4_1                10       3
nor2b_1                3       3
mux2_2                17      17
nor3_1                 4       4
o22ai_1                3       3
a221o_1                2       2
a221oi_1               3       2
mux2i_1               10       8
buf_4                  0      36
o21ai_0                3       3
o211ai_1               5       5
nor3b_1                2       2
a21oi_1                4       3
mux4_2                18      25
o21ai_1                3       3
clkdlybuf4s50_1        0      66
a22o_1                 2       2
a211oi_1               4       4
mux2i_2                0       2
and2_1                 3       3
nand2_1               15      15
nor2_1                21      21
a32o_1                 2       2
Power is estimated from default activity; no workload was simulated.
