[./config.mk]
export PLATFORM = sky130hd
export DESIGN_NAME = mux_8to1
export DESIGN_NICKNAME = mux_8to1
export VERILOG_FILES = /design/flow/design.v
export SDC_FILE = /design/flow/constraint.sdc
export NUM_CORES = 4
export LEC_CHECK = 1
export CORE_AREA = 10 10 70 70
export DIE_AREA = 0 0 80 80
[./constraint.sdc]
current_design mux_8to1

set clk_period 1.9
set clk_io_pct 0.2

create_clock -name clk0 -period $clk_period

set non_clock_inputs [all_inputs -no_clocks]
set_input_delay [expr $clk_period * $clk_io_pct] -clock clk0 $non_clock_inputs
set_output_delay [expr $clk_period * $clk_io_pct] -clock clk0 [all_outputs]
[./design.v]
module mux_2to1 #(parameter DATAWIDTH = 8)(
    input logic[DATAWIDTH-1:0] a,
    input logic[DATAWIDTH-1:0] b,
    input logic sel,
    output logic[DATAWIDTH-1:0] o
);
    always_comb begin
        unique case (sel)
            0 : o = a;
            1 : o = b;
        endcase
    end 
endmodule
module mux_4to1 #(parameter DATAWIDTH = 8)(
    input logic[DATAWIDTH-1:0] a,
    input logic[DATAWIDTH-1:0] b,
    input logic[DATAWIDTH-1:0] c,
    input logic[DATAWIDTH-1:0] d,
    input logic[1:0] sel,
    output logic[DATAWIDTH-1:0] o
);
    logic[DATAWIDTH-1:0] mux_out_0;
    logic[DATAWIDTH-1:0] mux_out_1;
    mux_2to1 #(DATAWIDTH) mux0(.a(a), .b(b), .o(mux_out_0), .sel(sel[0]));
    mux_2to1 #(DATAWIDTH) mux1(.a(c), .b(d), .o(mux_out_1), .sel(sel[0]));
    mux_2to1 #(DATAWIDTH) muxout(.a(mux_out_0), .b(mux_out_1), .o(o), .sel(sel[1]));
endmodule
module mux_8to1 #(parameter DATAWIDTH = 8)(
    input logic[DATAWIDTH-1:0] a,
    input logic[DATAWIDTH-1:0] b,
    input logic[DATAWIDTH-1:0] c,
    input logic[DATAWIDTH-1:0] d,
    input logic[DATAWIDTH-1:0] e,
    input logic[DATAWIDTH-1:0] f,
    input logic[DATAWIDTH-1:0] g,
    input logic[DATAWIDTH-1:0] h,
    input logic[2:0] sel,
    output logic[DATAWIDTH-1:0] o
);
    logic[DATAWIDTH-1:0] mux_out_0;
    logic[DATAWIDTH-1:0] mux_out_1;
    mux_4to1 #(DATAWIDTH) mux0(.a(a), .b(b), .c(c), .d(d), .o(mux_out_0), .sel(sel[1:0]));
    mux_4to1 #(DATAWIDTH) mux1(.a(e), .b(f), .c(g), .d(h), .o(mux_out_1), .sel(sel[1:0]));
    mux_2to1 #(DATAWIDTH) muxout(.a(mux_out_0), .b(mux_out_1), .o(o), .sel(sel[2]));
endmodule
[./run.sh]
#!/bin/bash
# OpenROAD 26Q1-2900-gdf79404cd8, Yosys 0.63+post, stock flow scripts
make -C /OpenROAD-flow-scripts/flow DESIGN_CONFIG=/design/flow/config.mk WORK_HOME=/design/flow/orfs finish
==> summary.txt <==
run results: Max-slew headroom=0.9219, crit path from=sel[0], DR vias=637, Fill cells=383, post-DR wirelength/cell=19.09 um, OpenROAD warning count=33, main logic family after synthesis=multiplexers, Die Ht=~80 um, Post-Syn Instances=29, I/O Pins=75, syn_area_per_cell=18.98 um2, area figure in the yosys stat output=550.5 um2, Crit Path Class=input pin to output port, kind of start point of the critical path=input pin, WP buf/inv=3, Worst path slowest cell=mux4_2, CP cell instances=buf_8 -> buf_12 -> mux4_2 -> mux2_4 -> buf_6, and-or/or-and share of the synthesized area=0, status=finished clean, Final Power=0.2717 mW, fin crit share=0.9889, total track usage=0.08832, top cells, area=mux4_1, mux2_2, mux4_2, buf_12, buf_6, DR iter-0 viols=20, Final Non-Filler Cells=151, Yosys Warn Count=1, initial antenna violation count=0, initial core utilization=0.1612, distinct cell type count after synthesis=8, XOR/XNOR Area Share=0, Post-Route WL=2883 um, worst vdd ir=0.06876 mV, first-pass GRT wire length=between 4000 and 5000 um, Core ar.=between 3000 and 4000 um2, Final Max Slew Viols=0, WP data arrival=~1.5 ns, total grt overflow=0, Final GP Congestion=0.7966, clock buffers=0, share of cells above drive strength 1=0.3714, diode count=0, max-cap violations=0, Worst Hold Launch=h[0], largest net degree at the start of global routing=9, post-route cell area=1295 um2, cts hold-fix bufs=0, vias in the first global route=800, Register Area=0 um2, Area leader share=0.7159, count leader, synth=mux4_1, leakage power=0.6088 nW, achievable clock frequency=532.2 MHz, Slew @ Worst Pin=0.1171 ns, crit-path leading delay family=multiplexers, chip area=6400 um2, DRT antenna net count=0, drt drc=0, setup bufs post-CTS=0, power density over the cells=209.8 nW/um2, Seq cells=0, Final Critical Period=around 1.9 ns, Post-synth top cells=mux4_1, mux2_2, Die Span X=about 80 um, port bufs=75, Synth area leader=mux4_1, Area growth syn-to-layout=135.2%, row count=21, First-pass DRT Iterations=2, adder share=0, Worst EP required=1.52 ns, Inst Count DP=roughly 150, RSZ-0062 raised after global routing=yes, Final Setup Violations=0, Fin Hold WS=between 1 and 1.5 ns, Basic Gates by Area=0, Post-DP Area=between 1000 and 1500 um2, crit-path max cell delay=0.50 ns, crit path capture type=output port, via/cell ratio=4.219, mux share=0.9205, register area share after synthesis=0, Fin. Hold Viols=0, Yosys Instances=29, Max FO, Critical Path=8, Hold/Removal Path Class=input pin to output port, Netlist Area Pre-Place=550.5 um2
-- what timing repair did --
| action | CTS | global route |
|---|---|---|
| setup endpoints to repair | 8 | 8 |
| cloned | 1 | 0 |
| gates resized | 126 | 4 |
-- final timing paths --
check / to / slack, ns / depth (start not counted)
setup / recovery: o[7] / 0.02 / 5
hold / removal: o[0] / 1.37 / 4
-- power by group --
part           switching [mW]  leakage [nW]  internal, mW  total, mW
Combinational          0.0680         0.609         0.204      0.272
Sequential                  0             0             0          0
Clock                       0             0             0          0
Total                  0.0680         0.609         0.204      0.272
-- per-stage QoR --
stage	worst slack (ns)	TNS, ns	util
floorplan	0.1302	0	-
global placement	-0.8143	-6.296	0.3996
detailed placement	-0.8208	-6.311	0.3996
CTS	0.001752	0	0.3725
global route	-0.02410	-0.1013	0.3791
finish	0.02109	0	0.3791
-- cells in the final DEF, fill, tap and decap left out --
master / count
buf_6: 8
buf_16: 1
buf_4: 2
buf_8: 1
buf_2: 2
dlygate4sd2_1: 65
mux2_4: 8
mux4_2: 16
clkdlybuf4s50_1: 1
buf_12: 1
-- area by class of cell --
| cell class | instances | area (um2) | share of cell area |
|---|---|---|---|
| Timing Repair Buffer | 81 | 757.0 | 0.5845 |
| Tap cell | 46 | 57.56 | 0.04444 |
| Multi-Input combinational cell | 24 | 480.5 | 0.3710 |
-- routing by layer --
metal / vias to the layer above / track usage / wire, um
li1: 292 / - / -
met1: 299 / 0.1208 / 1292
met2: 46 / 0.1421 / 1311
met3: 0 / 0.02841 / 279
met4: 0 / 0 / 0
met5: - / 0 / 0
-- logic make-up (layout without fill, tap and decap cells) --
family	after synthesis	after routing
buffers and inverters	5	81
muxes	24	24
No activity file was given, so power comes from the tool's default toggle rates.
